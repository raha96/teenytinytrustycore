## flow/config.mk

```make
export PLATFORM = sky130hd
export DESIGN_NAME = puf_device_id
export DESIGN_NICKNAME = puf_device_id
export VERILOG_FILES = /design/flow/design.v
export SDC_FILE = /design/flow/constraint.sdc
export NUM_CORES = 4
export LEC_CHECK = 1
export CORE_UTILIZATION = 30
```

## flow/constraint.sdc

```tcl
current_design puf_device_id

set clk_period 7.5
set clk_io_pct 0.2

create_clock -name clk0 -period $clk_period [get_ports {clock}]

set non_clock_inputs [all_inputs -no_clocks]
set_input_delay [expr $clk_period * $clk_io_pct] -clock clk0 $non_clock_inputs
set_output_delay [expr $clk_period * $clk_io_pct] -clock clk0 [all_outputs]
```

## flow/design.v

```verilog
module puf_device_id (
    input  logic        clock,
    input  logic        reset,
    input  logic        enroll,          
    input  logic        read_id,         
    output logic        ready,           
    output logic        valid,           
    output logic        enrolled_flag,   
    output logic [127:0] device_id       
);
    typedef enum logic [1:0] {
        IDLE,
        ENROLLING,
        READING,
        DONE
    } state_t;
    state_t state, next_state;
    logic [127:0] device_id_reg;
    logic enrolled;
    logic [127:0] puf_measurement;
    logic [7:0] measure_count;
    localparam logic [127:0] DEVICE_CHARACTERISTICS = {
        32'hABCD1234, 32'h5678EFAB, 32'hDEADC0DE, 32'hBEEFF00D
    };
    localparam logic [127:0] LAYOUT_ENTROPY = {
        32'h13579BDF, 32'h2468ACE0, 32'hFEDCBA98, 32'h76543210
    };
    logic [31:0] lfsr;
    always_ff @(posedge clock or posedge reset) begin
        if (reset) begin
            lfsr <= 32'h12345678;
        end else begin
            lfsr <= {lfsr[30:0], lfsr[31] ^ lfsr[21] ^ lfsr[1] ^ lfsr[0]};
        end
    end
    always_ff @(posedge clock or posedge reset) begin
        if (reset) begin
            state <= IDLE;
        end else begin
            state <= next_state;
        end
    end
    always_comb begin
        next_state = state;
        case (state)
            IDLE: begin
                if (enroll && !enrolled) begin
                    next_state = ENROLLING;
                end else if (read_id && enrolled) begin
                    next_state = READING;
                end
            end
            ENROLLING: begin
                if (measure_count >= 8'd32) begin
                    next_state = DONE;
                end
            end
            READING: begin
                next_state = DONE;
            end
            DONE: begin
                next_state = IDLE;
            end
        endcase
    end
    always_ff @(posedge clock or posedge reset) begin
        if (reset) begin
            measure_count <= 8'd0;
        end else begin
            if (state == ENROLLING) begin
                measure_count <= measure_count + 8'd1;
            end else begin
                measure_count <= 8'd0;
            end
        end
    end
    always_ff @(posedge clock or posedge reset) begin
        if (reset) begin
            puf_measurement <= 128'h0;
        end else begin
            if (state == ENROLLING) begin
                logic [127:0] current_sample;
                current_sample = DEVICE_CHARACTERISTICS ^ 
                                (LAYOUT_ENTROPY & {4{lfsr}}) ^
                                ({96'h0, lfsr} >> measure_count[4:0]);
                if (measure_count == 8'd0) begin
                    puf_measurement <= current_sample;
                end else begin
                    for (int i = 0; i < 128; i++) begin
                        if (current_sample[i] == puf_measurement[i]) begin
                            puf_measurement[i] <= current_sample[i];
                        end
                    end
                end
            end
        end
    end
    always_ff @(posedge clock or posedge reset) begin
        if (reset) begin
            device_id_reg <= 128'h0;
            enrolled <= 1'b0;
        end else begin
            if (state == ENROLLING && measure_count >= 8'd31 && !enrolled) begin
                logic [127:0] mixed_id;
                mixed_id[127:96] = puf_measurement[127:96] ^ puf_measurement[63:32];
                mixed_id[95:64]  = puf_measurement[95:64] ^ puf_measurement[31:0];
                mixed_id[63:32]  = puf_measurement[63:32] ^ puf_measurement[127:96];
                mixed_id[31:0]   = puf_measurement[31:0] ^ puf_measurement[95:64];
                device_id_reg <= mixed_id;
                enrolled <= 1'b1;
            end
        end
    end
    always_comb begin
        ready = (state == IDLE);
        valid = (state == DONE);
        enrolled_flag = enrolled;
        device_id = device_id_reg;
    end
endmodule
```

## flow/run.sh

```bash
#!/bin/bash
# OpenROAD 26Q1-2900-gdf79404cd8, Yosys 0.63+post, stock flow scripts
make -C /OpenROAD-flow-scripts/flow DESIGN_CONFIG=/design/flow/config.mk WORK_HOME=/design/flow/orfs finish
```

==> reports/qor.yml <==
die:
  core-area_um2: 30700
  ios: 135
  dieWidth_um: 179
  core.rowCount: 64
  fp_util_pct: 30.6
  dieHeight_um: 179
  die_area_um2: 32100
finish:
  drive_above_1_share_pct: 12.0
  final_layout_top_logic_cells: "dfrtp_1, clkdlybuf4s50_1, nand2_1"
  layout_top_cell: "dfrtp_1"
  syn_to_final_growth_pct: 21.1
  layoutNonFillerInstCount: 1315
  largest_register_ffs: 106
setup_path:
  path_buffers: 1
  cp.required_ns: 6.00
  path_max_fanout: 4
  end_kind: "output port"
  slowest_delay_ns: 0.55
  start_kind: "flip-flop"
  cp.arrival_ns: 1.52
  worst_path_dominant_cell_family: "flip-flops"
  crit_path_cell_trace: "clkdlybuf4s50_1"
  cp_slowest_cell: "dfstp_2"
  crit_type: "flip-flop to output port"
grt:
  grt_max_degree: 123
  antenna_found_initial: 0
  grt_pass1_vias: 5704
  grt_usage_pct: 12.8
  gr-total-overflow: 0
  grt_pass1_wl_um: 31400
routing:
  first_pass_iters: 20
  drtIter0Drc: 433
  antenna_cells: 0
  vias: 6006
  wl_per_cell_um: 14.4
  ant_nets: 0
  vias_per_cell: 4.57
  wl_um: 19000
  drc: 0
status:
  status: "complete, no violations"
place:
  io_buffers: 132
  post-dp-hpwl_um: 12300
  gp_congestion: 0.876
  dp_cells: 1275
logic_synthesis:
  yosys_warnings: 1
  top_area_cell: "dfrtp_1"
  yosysChipArea_um2: 9420
  synth-edff-count: 0
  async_flop_share_pct: 100
  synthFlopType: "dfrtp_1"
  syn_area_per_cell_um2: 11.1
  top_cell_area_share_pct: 53.1
  yosys_cells: 847
  yosysSeqAreaShare_pct: 57.0
  area_leaders: "dfrtp_1, buf_4, xnor2_1"
  ys.flops: 214
  synth_cell_types: 51
  synthCells: 847
  syn_area_um2: 9420
flow_run:
  max_cap_violations: 0
  warnings: 28
cts:
  cts_root_buf: "clkbuf_16"
  clkSinkCount: 214
  cts_hold_buf: 0
  cts_tree: "yes"
  cts_setup_buffers: 0
  clk_pin_slew_ns: 0.06
  clk_latency_ns: 0.50
  htreeDepth: 1
  cts_resized: 0
  cts_made_buffers: 22
  clock_path_buffers: 3
timing:
  tns_ns: 0
  tightest_slew_ns: 0.723
  final_max_slew_viol_count: 0
  final-hold-violation-count: 0
  fin_skew_ns: 0.0131
  fin_crit_ns: 3.02
  setup_viol: 0
  finalClockPeriodUsage_pct: 40.2
  hold_ws_ns: 0.394
  fmax_ghz: 0.332
  slew_headroom_pct: 51.8
  rsz0062_at_grt: "no"
power_and_ir_drop:
  leakage_nw: 5.16
  internal-power_mw: 1.85
  power_density_nw_per_um2: 203
  vdd_ir_drop_max_v: 0.000145
  combPwrFrac_pct: 1.1
  switching_power_mw: 0.461
  p_sw_share_pct: 19.9
  p_seq_share_pct: 49.9
  clkPwrFrac_pct: 49.0
worst_hold_path:
  hp-class: "flip-flop to flip-flop"
[cells in the mapped netlist, types with 3 or more instances]
cell type,instances
buf_1,4
xnor2_1,55
mux2i_1,28
buf_6,3
nand3_1,7
buf_2,12
a21oi_1,59
clkbuf_1,24
nand2b_1,22
xor2_1,4
nor2b_1,4
a21o_1,5
and2_1,10
o21ai_0,45
dfstp_2,14
buf_4,66
mux4_1,3
nand2_1,119
mux4_2,12
dfrtp_1,200
nor2_1,76
a31oi_1,5
inv_1,6
o21a_1,5
mux2_2,25
nor3_1,4
[metal layers]
metal | GRT usage [%] | up-vias | share of wire (%)
li1 | - | 2873 | -
met1 | 22.1 | 2941 | 52
met2 | 17.2 | 162 | 41
met3 | 2.10 | 30 | 4.8
met4 | 2.59 | 0 | 2.2
met5 | 0 | - | 0
[path summary, 6_finish.rpt]
path | end | depth (start not counted) | start | slack (ns)
hold reg to reg | lfsr[6] | 0 | lfsr[5] | 0.39
setup reg to reg | puf_measurement[13] | 6 | measure_count[3] | 5.03
min in group asynchronous | device_id_reg[84] | 2 | reset | 1.50
setup / recovery | ready | 1 | state[0] | 4.48
max in group asynchronous | puf_measurement[127] | 3 | reset | 4.95
hold / removal | lfsr[6] | 0 | lfsr[5] | 0.39
[stage by stage]
stage                     util, %  total power [mW]  setup WS (ns)  cell area (um2)
after floorplan                 -              1.19          0.172             9430
after global placement       34.6              1.20           4.35            10600
after detailed placement     34.6              1.20           4.33            10600
after CTS                    37.1              2.35           4.47            11400
after global routing         37.1              2.40           4.45            11400
final                        37.1              2.32           4.48            11400
[cells by family after synthesis]
logic type | count (synthesis) | share of synthesized area (%)
flip-flops | 214 | 57.0
AND/OR/NAND/NOR | 253 | 11.6
multiplexers | 68 | 9.67
other | 1 | 0.0398
XOR/XNOR | 59 | 5.48
adder cells (fa/ha/maj) | 2 | 0.266
AND-OR/OR-AND | 132 | 7.95
buffers and inverters | 118 | 7.91
[power groups by stage]
stage / Clock, mW / Combinational [mW] / Sequential [mW]
after CTS: 1.17 / 0.0272 / 1.15
after global routing: 1.22 / 0.0303 / 1.15
final: 1.14 / 0.0252 / 1.15
[cell type report]
type	instances	area, um2
Fill cell	2960	19300
Sequential cell	214	5370
Multi-Input combinational cell	516	3320
Timing Repair Buffer	142	1410
Clock buffer	32	678
Tap cell	396	495
Clock inverter	8	104
Inverter	7	33.8
Power figures rest on the tool's default switching activity, not on a simulated workload.
