`config.mk`:
```
export PLATFORM = sky130hd
export DESIGN_NAME = ttc3_kdf
export DESIGN_NICKNAME = ttc3_kdf
export VERILOG_FILES = /design/flow/design.v
export SDC_FILE = /design/flow/constraint.sdc
export NUM_CORES = 4
export LEC_CHECK = 1
export CORE_UTILIZATION = 40
```
`constraint.sdc`:
```
current_design ttc3_kdf

set clk_period 30.9
set clk_io_pct 0.2

create_clock -name clk0 -period $clk_period [get_ports {clock}]

set non_clock_inputs [all_inputs -no_clocks]
set_input_delay [expr $clk_period * $clk_io_pct] -clock clk0 $non_clock_inputs
set_output_delay [expr $clk_period * $clk_io_pct] -clock clk0 [all_outputs]
```
`run.sh`:
```
#!/bin/bash
# OpenROAD 26Q1-2900-gdf79404cd8, Yosys 0.63+post, stock flow scripts
make -C /OpenROAD-flow-scripts/flow DESIGN_CONFIG=/design/flow/config.mk WORK_HOME=/design/flow/orfs finish
```
`design.v`:
```
module ttc3_kdf #(
    parameter int DUS_WIDTH     = 256,
    parameter int KEY_WIDTH     = 256,
    parameter int INFO_WIDTH    = 64
) (
    input  logic                   clock,
    input  logic                   reset,
    output logic                   dus_request,
    input  logic [DUS_WIDTH-1:0]   dus_secret,
    input  logic                   kdf_start,
    input  logic [INFO_WIDTH-1:0]  kdf_info,
    output logic                   kdf_done,
    output logic                   kdf_busy,
    output logic [KEY_WIDTH-1:0]   derived_key
);
    typedef enum logic [1:0] {
        ST_IDLE      = 2'b00,
        ST_REQUEST   = 2'b01,
        ST_DERIVE    = 2'b10,
        ST_ZEROIZE   = 2'b11
    } kdf_state_e;
    kdf_state_e state_q, state_d;
    logic [KEY_WIDTH-1:0] key_q;
    logic [KEY_WIDTH-1:0] key_d;
    logic [3:0]           cycle_count_q;
    logic [3:0]           cycle_count_d;
    logic [KEY_WIDTH-1:0] extended_info;
    always_comb begin
        extended_info = {{(KEY_WIDTH-INFO_WIDTH){1'b0}}, kdf_info};
    end
    always_ff @(posedge clock or posedge reset) begin
        if (reset) begin
            state_q       <= ST_IDLE;
            key_q         <= '0;
            cycle_count_q <= '0;
        end else begin
            state_q       <= state_d;
            key_q         <= key_d;
            cycle_count_q <= cycle_count_d;
        end
    end
    always_comb begin
        state_d       = state_q;
        key_d         = key_q;
        cycle_count_d = cycle_count_q;
        dus_request   = 1'b0;
        case (state_q)
            ST_IDLE: begin
                key_d         = '0;
                cycle_count_d = '0;
                if (kdf_start) begin
                    state_d = ST_REQUEST;
                end
            end
            ST_REQUEST: begin
                dus_request = 1'b1;
                state_d     = ST_DERIVE;
            end
            ST_DERIVE: begin
                if (cycle_count_q < 4'd8) begin
                    key_d = {key_q[254:0], key_q[255]} + (dus_secret ^ extended_info);
                    cycle_count_d = cycle_count_q + 1;
                end else if (cycle_count_q == 4'd8) begin
                    cycle_count_d = cycle_count_q + 1;
                end else begin
                    state_d = ST_ZEROIZE;
                end
            end
            ST_ZEROIZE: begin
                key_d   = '0;
                state_d = ST_IDLE;
            end
            default: begin
                state_d = ST_IDLE;
            end
        endcase
    end
    assign kdf_busy    = (state_q != ST_IDLE);
    assign kdf_done    = (state_q == ST_DERIVE && cycle_count_q == 4'd8);
    assign derived_key = (state_q == ST_DERIVE && cycle_count_q == 4'd8) ? key_q : '0;
endmodule
```
==> summary.txt <==
Results of the run.

The H-tree generated during clock tree synthesis spans 2 levels. The capturing point of the worst reg2reg path is key_q[242]. TritonCTS created 37 clock buffers. Counting flops with an async set or reset pin after synthesis yields a share of 100%. The net switching power is around 1.8 mW. The share of the Yosys chip area taken by registers is roughly 22%. Between clock sinks in the finished design, the worst skew comes to 0.0282 ns.

In this run, post-CTS hold repair placed 0 buffers. The area share of the leading cell type in the synthesized netlist is 21.5%. Of all nets on the critical path, the largest fanout is 6. The post-synth tally of flip-flops with integrated enable is 0. The setup check on the worst reg-to-reg path leaves a slack of 25.52 ns.

The final weighted congestion in routability-driven placement is between 1 and 1.5. Using the TritonRoute via totals, the vias-per-cell ratio works out to about 6.0. The initial DRC count is roughly 2600.

Input and output buffers added on the ports amount to 581. The worst slew margin relative to its limit is 40.5%. The floorplan row count is 100. The share of total power dissipated in sequential elements is 18.8%.

The worst setup path is launched from a primary input. Entering global routing, the biggest net connects 75 pins. The max-cap violation count is 0. The post-synthesis cell type with the largest combined area is sky130_fd_sc_hd__dfrtp_1.

The initial antenna violation count is 4. The final cycle utilization of the critical path is 36.3%. The part of the power in the clock network is 13.4%. The main area contributors are sky130_fd_sc_hd__dfrtp_1 (22%), sky130_fd_sc_hd__ha_1 (12%), sky130_fd_sc_hd__a21oi_1 (8.5%).

The count of distinct cell types in the synthesized netlist is 80. The remaining global-route overflow is 0. For this run, the final setup violation count is recorded as 0. The cell family with the largest share of critical-path delay is AND-OR/OR-AND gates. The horizontal die size is 278 um. The total clock sinks is approximately 260. Setup repair after global routing left no endpoint under its margin.

The leakage power summed over all cells is roughly 15 nW. The end point of the worst hold path is key_q[178]. As reported, the later end of the worst-skew pair has a clock insertion delay of 0.59 ns. The post-synthesis chip area from yosys is 30500 um^2. Timing would allow up to 89.2 MHz.

The worst setup path is captured at a register. Counting stages on the worst path, the most repeated cell is sky130_fd_sc_hd__a21boi_1. The peak ir drop on the vdd network is 0.0680 mV.

The fraction of layout instances using a drive strength above 1 is 3.05%. The critical path's largest stage delay is 0.47 ns. The post-synthesis area per instance is 7.17 um^2. After layout, the worst setup slack is 19.69 ns. In this run the most critical hold path is launched from key_q[178]. The number of cells traversed by the worst hold path is 2.

The run finished with clean final reports. By instance count, the leading cell after synthesis is sky130_fd_sc_hd__nand2_1. The first-pass GRT wire length is 207000 um. After synthesis the netlist holds a flip-flop and latch count of 262. In this run the deepest clock path goes through 3 buffers. In the final routed layout, each cell accounts on average for 24.4 um. Before CTS, the worst setup slack after placement is 19.24 ns.

The clock-pin transition on the worst setup and hold timing paths is 0.06 ns. The total length of routed wires is between 100000 and 150000 um. Together, buffers and inverters on the worst path number 1.

The required time of the worst setup path is approximately 31 ns. The count of warning messages emitted by the tools is 55. The number of setup buffers added after CTS is 0. The final-report hold violation count is 0.

The number of global-route vias before repair is roughly 33000. The die height is 278 um. TritonCTS built the clock tree. The transition time recorded at the tightest slew-check pin is between 0.8 and 0.9 ns. Summing over every cut layer, the via total after detailed routing is 34000. The worst setup path is of the primary input to register kind. The combined area of all synthesized cells is 30500 um^2. The type of the tightest min-delay check is register to register. For the finished layout, the period the worst path requires is around 11 ns.

The critical path data arrival time is between 10 and 15 ns. STA lists the startpoint of the worst register-to-register path as key_q[255]. The number of cells on the worst reg-to-reg path is 15. Per STA, the worst path is made up of clkdlybuf4s50_1 > xor2_1 > ha_1 > fa_1 > a211oi_1 > o211ai_1 > a21boi_1 > o21ba_2 > o221a_2 > nand3_1 > a41o_1 > a21o_1 > a21boi_1 > o21ai_1 > a31o_2 > or4_1 > a32o_1. The count of instances resized after the clock tree is built is 0.

Per the Yosys statistics, synthesis produced 4251 cells. The wire-length estimate of the detail-placed layout is 116000 um. Net switching is 54.7% of the power. After synthesis, the most frequently instantiated cells are sky130_fd_sc_hd__nand2_1 (633), sky130_fd_sc_hd__a21oi_1 (519), sky130_fd_sc_hd__o21ai_0 (502). Hold timing on the final database bottoms out at a slack of a little over 0.5 ns. Internal power comes to 1.52 mW. The library cell contributing the largest single delay on the critical path is sky130_fd_sc_hd__a21boi_1. Per the final report, max-transition violations number 0.

The placeable core region is approximately 75000 um^2. In the final timing run, aggregate negative setup slack is 0 ns. For this run, the detailed router's first-pass iteration total came to 6. The most used flip-flop cell is sky130_fd_sc_hd__dfrtp_1.

The combinational share of power is 67.8%. The power per cell area is 88.3 nW/um^2. Per the CTS log, the root buffer master is sky130_fd_sc_hd__clkbuf_16. The number of design rule violations left after detail routing is 0. The post-detailed-route count of antenna-violating nets is 0. The chip occupies roughly 77000 um^2.

For this design the top-level I/O count stands at between 500 and 600. Synthesis produced 4251 cells. The layout overhead on the synthesized area is 25.2%.

Before placement the cells fill 40.7% of the core. The all-layer global routing usage is 36.1%. Counting the warning lines in the Yosys log gives 1.
==> routing by layer <==
layer | share of wire [%] | up-vias | global-route usage [%]
met2 | 46 | 1395 | 58.5
met1 | 43 | 16100 | 49.7
li1 | - | 16200 | -
met3 | 6.5 | 294 | 5.20
met5 | 0.0094 | - | 0
met4 | 4.5 | 2 | 13.0
==> state kept, by name, indices dropped and copies added (netlist names) <==
register and flops:
key_q 256, cycle_count_q 4, state_q 2
==> per-stage QoR <==
| step | utilization, % | std cells | total power, mW | cell area [um^2] |
|---|---|---|---|---|
| 2_1_floorplan | - | 4251 | 2.12 | 30500 |
| 3_3_place_gp | 49.2 | 5623 | 2.89 | 36900 |
| 3_5_place_dp | 49.2 | 5623 | 2.87 | 36900 |
| 4_1_cts | 50.9 | 5686 | 3.34 | 38100 |
| 5_1_grt | 50.9 | 5687 | 3.61 | 38100 |
| 6_report | 50.9 | 5690 | 3.37 | 38100 |
==> layout by cell type (no fill, tap or decap), drive strengths merged, types with 12 or more instances in the layout <==
cell type | Yosys | routed
and4 | 12 | 12
o21bai | 87 | 87
a21oi | 522 | 522
buf | 34 | 26
clkdlybuf4s50 | 0 | 581
a31oi | 23 | 23
nor2b | 12 | 12
nand2 | 635 | 635
a21o | 87 | 87
nor3 | 82 | 82
nor2 | 290 | 290
o211ai | 20 | 20
nand4 | 147 | 147
o21a | 40 | 40
clkbuf | 170 | 45
a21boi | 32 | 32
nand2b | 20 | 20
ha | 287 | 287
inv | 94 | 96
or2 | 16 | 16
o21ai | 547 | 547
dfrtp | 262 | 262
a211oi | 18 | 18
xnor2 | 145 | 145
o31ai | 42 | 42
xor2 | 166 | 166
nand3 | 31 | 31
or3 | 20 | 20
o221ai | 14 | 14
and2 | 265 | 265
nor4 | 24 | 24
==> cells by family (layout without fill, tap and decap cells) <==
| group | count (synthesis) | count (layout) | synth area share (%) |
|---|---|---|---|
| AND-OR/OR-AND | 1510 | 1510 | 29.0 |
| XOR/XNOR | 311 | 311 | 8.94 |
| adder cells (fa/ha/maj) | 288 | 288 | 11.9 |
| buffers and inverters | 298 | 764 | 3.86 |
| flip-flops | 262 | 262 | 21.5 |
| other | 0 | 4 | 0 |
| AND/OR/NAND/NOR | 1582 | 1582 | 24.8 |
==> how the worst max path moves through the flow <==
stage	start	end	slack, ns	cells after the start
final	kdf_info[0]	key_q[242]	19.69	17
after global routing	kdf_info[0]	key_q[208]	19.64	17
after CTS	kdf_info[0]	key_q[242]	19.83	17
==> cell type report <==
class / count / area, um^2
Clock buffer: 45 / 1010
Antenna cell: 4 / 10.0
Timing Repair Buffer: 607 / 6010
Inverter: 94 / 360
Fill cell: 7550 / 36800
Multi-Input combinational cell: 3691 / 22800
Clock inverter: 18 / 218
Tap cell: 969 / 1210
Sequential cell: 262 / 6560
==> tightest hold or removal path: cells and delay by family, from the launching register on <==
kind	cells	cell delay (ns)
flops	1	0.36
compound gates	1	0.06
simple gates	1	0.05
==> power groups by stage <==
stage	Combinational, mW	Clock (mW)	Sequential, mW
CTS	2.25	0.459	0.633
finish	2.28	0.450	0.635
global route	2.49	0.473	0.650
Power and IR drop assume default switching activity.
