==> design.v <==
module secure_key_distributor (
    input  logic        clock,
    input  logic        reset,
    input  logic        enable_distribution,  
    input  logic        zeroize_keys,         
    output logic        keys_distributed,     
    output logic        keys_active,          
    input  logic [255:0] kdf_hmac_key,       
    input  logic [255:0] kdf_aes_key,        
    input  logic [255:0] kdf_sha_key,        
    input  logic         kdf_keys_valid,     
    output logic [255:0] hmac_key_out,
    output logic         hmac_key_valid,
    output logic [255:0] aes_key_out,
    output logic         aes_key_valid,
    output logic [255:0] sha_key_out,
    output logic         sha_key_valid
);
    typedef enum logic [2:0] {
        IDLE,
        VALIDATE_KEYS,
        DISTRIBUTE,
        ACTIVE,
        ZEROIZE
    } state_t;
    state_t state, next_state;
    logic [255:0] hmac_key_reg;
    logic [255:0] aes_key_reg;
    logic [255:0] sha_key_reg;
    logic keys_valid_reg;
    logic keys_locked;   
    logic [7:0] integrity_counter;
    logic integrity_fail;
    always_ff @(posedge clock or posedge reset) begin
        if (reset) begin
            state <= IDLE;
        end else begin
            state <= next_state;
        end
    end
    always_comb begin
        next_state = state;
        case (state)
            IDLE: begin
                if (zeroize_keys) begin
                    next_state = ZEROIZE;
                end else if (enable_distribution && kdf_keys_valid && !keys_locked) begin
                    next_state = VALIDATE_KEYS;
                end
            end
            VALIDATE_KEYS: begin
                if (kdf_hmac_key != 256'h0 && 
                    kdf_aes_key != 256'h0 && 
                    kdf_sha_key != 256'h0) begin
                    next_state = DISTRIBUTE;
                end else begin
                    next_state = IDLE;
                end
            end
            DISTRIBUTE: begin
                next_state = ACTIVE;
            end
            ACTIVE: begin
                if (zeroize_keys) begin
                    next_state = ZEROIZE;
                end
            end
            ZEROIZE: begin
                next_state = IDLE;
            end
        endcase
    end
    always_ff @(posedge clock or posedge reset) begin
        if (reset) begin
            hmac_key_reg <= 256'h0;
            aes_key_reg <= 256'h0;
            sha_key_reg <= 256'h0;
            keys_valid_reg <= 1'b0;
            keys_locked <= 1'b0;
        end else begin
            case (state)
                IDLE: begin
                    keys_valid_reg <= 1'b0;
                    if (next_state == ZEROIZE) begin
                        keys_locked <= 1'b0;
                    end
                end
                VALIDATE_KEYS: begin
                end
                DISTRIBUTE: begin
                    hmac_key_reg <= kdf_hmac_key;
                    aes_key_reg <= kdf_aes_key;
                    sha_key_reg <= kdf_sha_key;
                    keys_valid_reg <= 1'b1;
                    keys_locked <= 1'b1;   
                end
                ACTIVE: begin
                    keys_valid_reg <= 1'b1;
                end
                ZEROIZE: begin
                    hmac_key_reg <= 256'h0;
                    aes_key_reg <= 256'h0;
                    sha_key_reg <= 256'h0;
                    keys_valid_reg <= 1'b0;
                    keys_locked <= 1'b0;
                end
            endcase
        end
    end
    always_ff @(posedge clock or posedge reset) begin
        if (reset) begin
            integrity_counter <= 8'h0;
            integrity_fail <= 1'b0;
        end else begin
            if (state == ACTIVE) begin
                integrity_counter <= integrity_counter + 8'h1;
                if (integrity_counter == 8'hFF) begin
                    if (hmac_key_reg == 256'h0 || 
                        aes_key_reg == 256'h0 || 
                        sha_key_reg == 256'h0) begin
                        integrity_fail <= 1'b1;
                    end
                end
            end else begin
                integrity_counter <= 8'h0;
                if (state == ZEROIZE || state == IDLE) begin
                    integrity_fail <= 1'b0;
                end
            end
        end
    end
    always_comb begin
        if (keys_valid_reg && !integrity_fail) begin
            hmac_key_out = hmac_key_reg;
            aes_key_out = aes_key_reg;
            sha_key_out = sha_key_reg;
            hmac_key_valid = 1'b1;
            aes_key_valid = 1'b1;
            sha_key_valid = 1'b1;
        end else begin
            hmac_key_out = 256'h0;
            aes_key_out = 256'h0;
            sha_key_out = 256'h0;
            hmac_key_valid = 1'b0;
            aes_key_valid = 1'b0;
            sha_key_valid = 1'b0;
        end
        keys_distributed = (state == ACTIVE);
        keys_active = (state == ACTIVE) && !integrity_fail;
    end
    // synthesis translate_off
    always @(posedge clock) begin
        if (state == ACTIVE) begin
            assert (hmac_key_reg != 256'hFFFFFFFFFFFFFFFFFFFFFFFFFFFFFFFFFFFFFFFFFFFFFFFFFFFFFFFFFFFFFFFF)
                else $error("HMAC key is all-ones - security violation!");
            assert (aes_key_reg != 256'hFFFFFFFFFFFFFFFFFFFFFFFFFFFFFFFFFFFFFFFFFFFFFFFFFFFFFFFFFFFFFFFF)
                else $error("AES key is all-ones - security violation!");
            assert (sha_key_reg != 256'hFFFFFFFFFFFFFFFFFFFFFFFFFFFFFFFFFFFFFFFFFFFFFFFFFFFFFFFFFFFFFFFF)
                else $error("SHA key is all-ones - security violation!");
        end
        if (state == ZEROIZE) begin
            assert (next_state == IDLE) 
                else $error("Zeroize must return to IDLE!");
        end
        if (state == ACTIVE && $past(state) == ACTIVE && !zeroize_keys) begin
            assert (hmac_key_reg == $past(hmac_key_reg))
                else $error("HMAC key changed while active!");
            assert (aes_key_reg == $past(aes_key_reg))
                else $error("AES key changed while active!");
            assert (sha_key_reg == $past(sha_key_reg))
                else $error("SHA key changed while active!");
        end
    end
    // synthesis translate_on
endmodule
==> run.sh <==
#!/bin/bash
# OpenROAD 26Q1-2900-gdf79404cd8, Yosys 0.63+post, stock flow scripts
make -C /OpenROAD-flow-scripts/flow DESIGN_CONFIG=/design/flow/config.mk WORK_HOME=/design/flow/orfs finish
==> config.mk <==
export PLATFORM = sky130hd
export DESIGN_NAME = secure_key_distributor
export DESIGN_NICKNAME = secure_key_distributor
export VERILOG_FILES = /design/flow/design.v
export SDC_FILE = /design/flow/constraint.sdc
export NUM_CORES = 4
export LEC_CHECK = 1
export CORE_AREA = 10 10 590 590
export DIE_AREA = 0 0 600 600
==> constraint.sdc <==
current_design secure_key_distributor

set clk_period 40.7
set clk_io_pct 0.2

create_clock -name clk0 -period $clk_period [get_ports {clock}]

set non_clock_inputs [all_inputs -no_clocks]
set_input_delay [expr $clk_period * $clk_io_pct] -clock clk0 $non_clock_inputs
set_output_delay [expr $clk_period * $clk_io_pct] -clock clk0 [all_outputs]
==> results.yml <==
# physical design summary
grt:
  antenna_found_initial: 158
  grt_max_degree: 131
  grt.total_usage: 0.180
  grt-ovfl-total: 0
  grt_pass1_wl_um: 423000
  grt_pass1_vias: 39303
power:
  power.share.switching: 0.408
  total_power_mw: 3.37
  p_clk_frac: 0.292
  ir_drop_v: 0.0000393
  power.switching_mw: 1.38
  powerDensity_mw_per_mm2: 52.5
  leakagePower_nw: 25.2
  seq_power_share: 0.429
  combPwrFrac: 0.279
  p_int_mw: 2.00
timing:
  finalClockPeriodUsage: 0.328
  min_period_ns: 13.34
  rsz0062_at_grt: "no"
  relSlewSlack: 0.129
  hold_violations: 0
  setup_violations: 0
  timing.hold.ws_ns: 0.472
  report.final.slew_viol_count: 0
  fin_skew_ns: 0.146
  fin_tns_setup_ns: 0
  tightest_slew_ns: 1.29
  fmax_mhz: 75.0
worst_setup_path:
  critPathSlowestCell: "nor2b_4"
  critPathKind: "reg -> out"
  cp_num_buf_inv: 4
  critPathMaxFanout: 86
  cp.required_ns: 32.56
  endpoint_kind: "primary output"
  cpMostUsedCell: "buf_4"
  crit_family: "buffers and inverters"
  cp_cell_sequence: "nor2b_4, buf_4, buf_4, buf_4, and2_1, clkdlybuf4s50_1"
  critPathLaunchType: "flip-flop"
  slowest_delay_ns: 0.72
  cp_data_arrival_time_ns: 5.20
yosys:
  simple_gate_area_frac: 0.279
  yosysWarnings: 2
  area_leaders: "dfrtp_1 (49%), mux2i_1 (19%), and2_1 (12%)"
  top_cell_area_share: 0.494
  yosys-stat-area_mm2: 0.0396
  ys_cells: 3908
  synthCells: 3908
  synthAdderAreaFrac: 0.000316
  synthTopCellsByCount: "dfrtp_1 (783), nor2_1 (773), and2_1 (772)"
  ys_seq_share: 0.495
  ys_async_sr_fraction: 1.00
  synth_cell_types: 33
  synthMostInstantiatedCell: "dfrtp_1"
  mux_area_frac: 0.194
  ys_sh_xor: 0.000884
  ff_type: "dfrtp_1"
  avgSynthCellArea_um2: 10.1
  ys_sh_aoi: 0.00202
  synth_flops: 784
  top_area_cell: "dfrtp_1"
  top_logic_kind: "simple AND/OR/NAND/NOR gates"
  edf_count: 0
  syn_area_mm2: 0.0396
drt:
  vias_per_cell: 3.96
  totalWireLength_um: 333000
  via_count: 39320
  drtIter0Drc: 3480
  wl_per_cell_um: 33.5
  firstDrtPassIters: 8
  ant_nets: 0
  drc: 0
die:
  fp-utilization: 0.119
  core_area_mm2: 0.334
  die_height_um: 600
  pin_count: 1546
  dieArea_mm2: 0.360
  num_rows: 212
  die_x_um: 600
cts:
  cts_setup_buffers: 0
  htreeDepth: 3
  hold_buffers: 0
  cts_sinks: 784
  cts_root_buffer: "clkbuf_16"
  cts_made_buffers: 104
  cts_tree: "done"
  cts.reportedPaths.clkPinSlew_ns: 0.06
  cts_resized: 0
  clk_latency_ns: 0.89
  clock_path_buffers: 4
placed_design:
  place.gp.congestion: 1.06
  dp_hpwl_um: 288000
  port_buffers: 1545
min_path:
  hold_class: "reg -> reg"
job:
  openroad.warnings: 42
  drv_cap: 0
run_status:
  status: "complete, no violations"
finish:
  area_growth_pct: 62.0
  drive_gt1_frac: 0.0573
==> cells by family after synthesis <==
group,count (synthesis)
AND-OR/OR-AND,12
flip-flops,784
adder cells (fa/ha/maj),1
multiplexers,768
XOR/XNOR,4
buffers and inverters,263
AND/OR/NAND/NOR,2076
==> final cells by class <==
cell class / count / area, um^2
fillers: 36716 / 270000
flip-flops and latches: 784 / 19600
multi-input cells: 2861 / 19000
repair buffers: 1665 / 16400
well taps: 4387 / 5490
clock buffers: 139 / 2940
clock inverters: 46 / 614
diodes: 52 / 130
inverters: 3 / 18.8
==> metrics by stage <==
stage / utilization / std cells / setup slack [ns] / area (um^2)
floorplan: - / 3908 / 10.55 / 39600
global placement: 0.181 / 9700 / 28.03 / 60500
detailed placement: 0.181 / 9700 / 28.03 / 60500
CTS: 0.192 / 9885 / 27.06 / 64100
global route: 0.192 / 9916 / 26.98 / 64200
finish: 0.192 / 9937 / 27.36 / 64200
==> worst register-to-register path, delay by kind of cell (launching register included) <==
family | cells | cell delay (ns)
flip-flops | 1 | 0.66
buffers and inverters | 5 | 3.45
AND/OR/NAND/NOR | 1 | 0.05
multiplexers | 1 | 0.29
==> cells in the final DEF (no fill, tap or decap), types with 2 or more instances in the layout <==
master           Yosys  layout
clkinv_2             0      16
a21boi_0             2       2
nand2_1              3       3
nor4_2               3      19
and2_1             772     772
dfrtp_4              0       2
xor2_1               2       2
buf_4               12     116
buf_12               0       4
clkbuf_16            0     105
clkdlybuf4s50_1      0    1545
xnor2_1              2       2
a21o_1               2       2
inv_6                0       4
bufinv_16            0      12
inv_16               0       2
nand4_1            105     105
nor2_1             773     773
dfrtp_1            783     781
nor4_1             405     389
clkinv_4             0       4
mux2i_1            768     768
or3_1                2       2
inv_1                3       2
diode_2              0      52
inv_8                0       2
clkbuf_1           160      16
o21ai_0              3       3
clkinvlp_4           0       7
clkbuf_8             0      18
nor2b_1              4       3
nand3_1              4       4
==> worst paths after layout <==
kind	startpoint	end	slack, ns	depth (start not counted)
hold reg to reg	integrity_counter[0]	integrity_counter[0]	0.47	1
max in group asynchronous	reset	hmac_key_reg[196]	29.31	7
hold / removal	integrity_counter[0]	integrity_counter[0]	0.47	1
setup reg to reg	state[2]	hmac_key_reg[186]	36.03	7
setup / recovery	integrity_fail	sha_key_out[74]	27.36	6
min in group asynchronous	reset	aes_key_reg[211]	7.78	2
==> routing by layer <==
layer | routed length [um] | GRT usage
met1 | 129000 | 0.224
met2 | 153000 | 0.280
met3 | 32000 | 0.0665
met4 | 17800 | 0.0769
met5 | 749 | 0.00172
==> power by group through the flow <==
stage	clock network, mW	logic, mW	registers [mW]
4_1_cts	1.01	0.954	1.43
5_1_grt	1.03	1.03	1.46
6_report	0.984	0.941	1.45
No activity file was given, so power comes from the tool's default toggle rates.
